## design.v

```verilog
module spram (
  input wire in_clock,
  input wire in_reset,
  input wire in_enable,
  input wire in_write,
  input wire [9:0] in_address,
  input wire [15:0] in_data,
  output reg [15:0] out_data
);
reg [15:0] memory [0:1023];
always @(posedge in_clock ) begin
  if (in_reset) begin
    out_data <= 0;
  end else if (in_enable && !in_write) begin
    out_data <= memory[in_address];
  end else if (in_enable && in_write) begin
    memory[in_address] <= in_data;
  end
end
endmodule
```

## run.sh

```bash
#!/bin/bash
# OpenROAD 26Q1-2900-gdf79404cd8, Yosys 0.63+post, stock flow scripts
make -C /OpenROAD-flow-scripts/flow DESIGN_CONFIG=/design/flow/config.mk WORK_HOME=/design/flow/orfs finish
```

## config.mk

```make
export PLATFORM = sky130hd
export DESIGN_NAME = spram
export DESIGN_NICKNAME = spram
export VERILOG_FILES = /design/flow/design.v
export SDC_FILE = /design/flow/constraint.sdc
export NUM_CORES = 4
export LEC_CHECK = 1
export CORE_UTILIZATION = 30
export SYNTH_MEMORY_MAX_BITS = 65536
```

## constraint.sdc

```tcl
current_design spram

set clk_period 98.4
set clk_io_pct 0.2

create_clock -name clk0 -period $clk_period [get_ports {in_clock}]

set non_clock_inputs [all_inputs -no_clocks]
set_input_delay [expr $clk_period * $clk_io_pct] -clock clk0 $non_clock_inputs
set_output_delay [expr $clk_period * $clk_io_pct] -clock clk0 [all_outputs]
```

==> metrics.csv <==
metric;value;unit
ys.flops;16400;
ys_cells;32626;
drtAntennaViolNets;0;
avgSynthCellArea;19.2;µm²
end_kind;flop;
post_drt_wl_per_cell;34.7;µm
p_leak;0.240;µW
synthArstFlopShare;0;
clock_path_buffers;6;
start_kind;primary input;
pre_cts_slack;69580;ps
chipWidth;1450;µm
ys_types;76;
path_clk_slew;60;ps
ys.flop_type;edfxtp_1;
tightestPinTransition;1760;ps
grt_first_pass_wirelength;2990000;µm
globalplace.congestion;0.972;
worstHoldPathType;reg -> reg;
avgViaCountPerCell;5.30;
setup_viol;0;
h-tree-depth;7;
finalCritPeriodShare;0.281;
required;99580;ps
dieArea;2090000;µm²
grt_use_total;0.225;
yosys_warnings;1;
root_buffer;clkbuf_16;
dp.final_hpwl;1380000;µm
maxCapViolations;5;
skew;157;ps
fin_ws;70740;ps
violations;capacitance limit, slew limit;
vias;342287;
ctsHoldBuffers;0;
io_buffers;45;
rsz0062_at_grt;no;
final-seq-area;492000;µm²
io_pins;46;
overflow;0;
drc;0;
first_pass_iters;9;
num_rows;530;
cts_resized;0;
final_util;0.350;
wl;2240000;µm
clk_latency;1410;ps
path_class;in -> reg;
drive_gt1_frac;0.195;
drv_slew;15;
synth-area-yosys;626000;µm²
powerDensity;19.8;nW/µm²
grt_max_degree;135;
cts_tree;built;
first_iter_violations;25769;
hold_viol_final;0;
max-slew-margin-rel;-0.185;
synthesis.instances;32626;
synthesis.area;626000;µm²
comb_area;128000;µm²
yosysSeqAreaShare;0.786;
cts_num_sinks;16400;
place_area;676000;µm²
clock.fmax;36.2;MHz
outcome;complete, but fails checks;
cp_max_fo;45;
arrival;28840;ps
whs;671;ps
core;2080000;µm²
grt_antenna_before_repair;257;
area_delta_synth_final;16.4;%
finalSetupTns;0;ps
tool_warnings;105;
final.min_clock_period;27660;ps
synth-edff-count;16384;
design_area;729000;µm²
fp-utilization;0.301;
fill_cells;189144;
vdd_drop_max;0.0000154;V
dieHeight;1450;µm
post_cts_buffers;0;
cts_made_buffers;1675;
grt_pass1_vias;359506;
==> report_power, final <==
| part | total, µW | switching (µW) | internal, µW |
|---|---|---|---|
| registers | 7690 | 2.46 | 7680 |
| logic | 707 | 519 | 188 |
| clock network | 6070 | 2610 | 3460 |
| total | 14500 | 3130 | 11300 |
==> metal layers <==
metal,GRT usage,part of all wire,vias up
li1,-,-,139253
met1,0.183,0.26,166568
met2,0.305,0.42,30397
met3,0.246,0.24,5642
met4,0.128,0.071,427
met5,0.0920,0.0090,-
==> state kept, by name, indices dropped and copies added (netlist names) <==
signal    count
memory    16384
out_data     16
==> path summary, 6_finish.rpt <==
path,start,end,slack [ps],depth (start not counted)
worst max-delay path,in_address[1],out_data[12],70740,19
worst min-delay path,out_data[10],out_data[10],670,3
worst max register to register,memory[793][2],out_data[2],92380,9
worst min register to register,out_data[10],out_data[10],670,3
==> cell usage after synthesis, types with 97 or more instances <==
cell type,number,area [µm²]
nor3_1,134,671
buf_2,1147,5740
buf_4,142,1070
buf_1,191,717
nor4_1,632,3950
edfxtp_1,16384,492000
o21ai_0,203,1020
o22ai_1,2906,18200
clkbuf_1,472,1770
nand2_1,449,1690
mux2i_1,6261,62700
nand3_1,97,485
nor2_1,1418,5320
a21oi_1,187,936
mux4_2,963,21700
a31oi_1,121,757
a22oi_1,264,1980
==> layout make-up <==
cell class / instances / share of cell area
antenna: 640 / 0.00220
clock buffer: 2056 / 0.0602
timing repair buffer: 2632 / 0.0285
tap: 27664 / 0.0475
sequential: 16400 / 0.675
multi-input combinational: 14235 / 0.176
inverter: 5 / 0.0000549
clock inverter: 919 / 0.0104
==> stage by stage <==
stage / std cells / total power [µW]
2_1_floorplan: 32626 / 8130
3_3_place_gp: 60927 / 8510
3_5_place_dp: 60934 / 8520
4_1_cts: 63909 / 14500
5_1_grt: 64386 / 14800
6_report: 64551 / 14500
==> kinds of logic (layout without fill, tap and decap cells) <==
kind of cell	Yosys count	count (layout)	synth area share
AND-OR/OR-AND	4063	4063	0.0417
multiplexers	7280	7280	0.136
flip-flops	16400	16400	0.786
other	0	640	0
AND/OR/NAND/NOR	2892	2892	0.0212
buffers and inverters	1991	5612	0.0155
==> placed cells by master (no fill, tap or decap), types with 40 or more instances in the layout <==
master	n
clkbuf_1	357
o2111ai_1	40
nor3_1	121
bufinv_16	120
a31oi_1	95
nand4_1	44
nor2_1	458
mux2i_1	6261
a21oi_1	171
clkinv_2	316
nor4_1	614
buf_4	2522
mux4_2	963
clkinv_1	390
nand2_1	384
nand3_1	97
clkinvlp_4	45
nor2_2	954
buf_12	59
diode_2	640
o21ai_0	179
a221oi_1	41
edfxtp_1	16384
mux2_2	56
a22oi_1	262
clkbuf_16	1698
a211oi_1	70
o22ai_1	2906
==> critical path, cell delays in order <==
cell and delay [ps]:
buf_16 210, buf_4 590, buf_4 590, buf_4 720
buf_4 750, buf_4 610, buf_4 590, buf_4 630
buf_4 690, buf_4 620, mux2i_1 290, o22ai_1 140
nor4_1 410, o2111ai_1 230, nor3_1 220, nor3_1 110
buf_4 200, nor4_2 810, a311oi_1 200
No activity file was given, so power comes from the tool's default toggle rates.
