### run.sh
#!/bin/bash
# OpenROAD 26Q1-2900-gdf79404cd8, Yosys 0.63+post, stock flow scripts
make -C /OpenROAD-flow-scripts/flow DESIGN_CONFIG=/design/flow/config.mk WORK_HOME=/design/flow/orfs finish
### config.mk
export PLATFORM = sky130hd
export DESIGN_NAME = fifo
export DESIGN_NICKNAME = fifo
export VERILOG_FILES = /design/flow/design.v
export SDC_FILE = /design/flow/constraint.sdc
export NUM_CORES = 4
export LEC_CHECK = 1
export CORE_UTILIZATION = 50
### constraint.sdc
current_design fifo

set clk_period 4.4
set clk_io_pct 0.2

create_clock -name clk0 -period $clk_period [get_ports {in_clock}]

set non_clock_inputs [all_inputs -no_clocks]
set_input_delay [expr $clk_period * $clk_io_pct] -clock clk0 $non_clock_inputs
set_output_delay [expr $clk_period * $clk_io_pct] -clock clk0 [all_outputs]
### design.v
module fifo_controller #(
  parameter FIFO_ASIZE = 4
) (
  input wire in_clock,
  input wire in_reset,
  input wire in_take,
  input wire in_put,
  output reg out_empty,
  output reg out_full,
  output reg [FIFO_ASIZE-1:0] out_write_pointer,
  output reg [FIFO_ASIZE-1:0] out_read_pointer
);
  reg [FIFO_ASIZE:0] read_counter, write_counter;
  always @(*) begin
    out_full = (out_write_pointer === out_read_pointer) && !out_empty;
    out_write_pointer = write_counter[FIFO_ASIZE-1:0];
    out_read_pointer = read_counter[FIFO_ASIZE-1:0];
  end
  always @(posedge in_clock) begin
    if (in_reset) begin
      read_counter <= 0;
      write_counter <= 0;
      out_empty <= 1;
      out_full <= 0;
    end else begin
      if (in_put) begin
        if (!out_full) begin
          write_counter <= write_counter + 1;
          out_empty <= 0;
        end
      end
      if (in_take) begin
        if (!out_empty) begin
          read_counter <= read_counter + 1;
        end
      end
    end
  end
endmodule
module fifo #(
  parameter DATA_WIDTH = 8,
  parameter FIFO_ASIZE = 4
) (
  input wire in_clock,
  input wire in_reset,
  input wire in_take,
  input wire in_put,
  output wire out_empty,
  output wire out_full,
  output wire [DATA_WIDTH-1:0] out_data,
  input wire [DATA_WIDTH-1:0] in_data
);
wire [FIFO_ASIZE-1:0] out_write_pointer;
wire [FIFO_ASIZE-1:0] out_read_pointer;
fifo_controller #(
 .FIFO_ASIZE(FIFO_ASIZE)
) fifo_c (
  .in_clock(in_clock),
  .in_reset(in_reset),
  .in_take(in_take),
  .in_put(in_put),
  .out_empty(out_empty),
  .out_full(out_full),
  .out_write_pointer(out_write_pointer),
  .out_read_pointer(out_read_pointer)
);
reg [DATA_WIDTH-1:0] memory [0:(1 << FIFO_ASIZE)-1];
assign out_data = memory[out_read_pointer];
always @(*) begin
  memory[out_write_pointer] = in_data;
end
endmodule
==> impl_metrics.prom <==
# HELP chip_impl_metric Physical implementation figures
# TYPE chip_impl_metric gauge
chip_impl_info{name="run_status",value="complete, no violations"} 1
chip_impl_info{name="synthTopCellsByCount",value="sky130_fd_sc_hd__dlxtn_1 (128), sky130_fd_sc_hd__nand2_1 (45), sky130_fd_sc_hd__a21oi_1 (22)"} 1
chip_impl_info{name="worstHoldStart",value="fifo_c.out_empty"} 1
chip_impl_metric{name="peakVddDrop",unit="mV"} 0.219
chip_impl_info{name="critical_path_class",value="flop to primary output"} 1
chip_impl_metric{name="post_synth_area_from_yosys_stat",unit="mm²"} 0.00354
chip_impl_metric{name="crit_path_max_incr_delay",unit="ns"} 0.69
chip_impl_metric{name="detail-route-antenna-nets",unit=""} 0
chip_impl_metric{name="yosys-stat-cells",unit=""} 368
chip_impl_metric{name="fin_tns_setup",unit="ns"} 0
chip_impl_metric{name="p_per_area",unit="mW/mm²"} 161
chip_impl_metric{name="via_count",unit=""} 2644
chip_impl_info{name="timing.critical_path.from_type",value="flop"} 1
chip_impl_metric{name="core_area",unit="mm²"} 0.00683
chip_impl_metric{name="count_of_unclocked_register_or_latch_pins",unit=""} 128
chip_impl_metric{name="place_hpwl",unit="mm"} 6.00
chip_impl_metric{name="top_cell_area_share",unit="%"} 54.3
chip_impl_metric{name="max_slew_headroom",unit="%"} 47.9
chip_impl_metric{name="final-max-slew-violation-count",unit=""} 0
chip_impl_metric{name="grt_overflow_total",unit=""} 0
chip_impl_metric{name="max_buffers_root_to_sink",unit=""} 2
chip_impl_metric{name="fin_crit_sh",unit="%"} 85.1
chip_impl_metric{name="vias_per_cell",unit=""} 5.59
chip_impl_metric{name="ff_latch_area",unit="mm²"} 0.00210
chip_impl_metric{name="detail_route.wl_per_cell",unit="µm"} 18.0
chip_impl_info{name="clock_tree.root_cell",value="sky130_fd_sc_hd__clkbuf_8"} 1
chip_impl_metric{name="max_slew.worst_pin.slew",unit="ns"} 0.781
chip_impl_metric{name="cp_max_fo",unit=""} 19
chip_impl_metric{name="crit_path_setup_slack_layout",unit="ns"} 0.655
chip_impl_metric{name="n_antenna_cell",unit=""} 0
chip_impl_metric{name="grt_pass1_vias",unit=""} 2543
chip_impl_metric{name="global_route.usage.total",unit="%"} 25.6
chip_impl_info{name="post_synth_main_area_contributors",value="sky130_fd_sc_hd__dlxtn_1 (54%), sky130_fd_sc_hd__dfxtp_1 (5.1%), sky130_fd_sc_hd__nand2_1 (4.8%)"} 1
chip_impl_metric{name="ioPinCount",unit=""} 22
chip_impl_metric{name="post_synth.cell_area_avg",unit="µm²"} 9.61
chip_impl_metric{name="r2r_slack",unit="ns"} 2.63
chip_impl_metric{name="number_of_unconstrained_endpoints",unit=""} 128
chip_impl_metric{name="count_of_library_flops_with_an_enable_pin",unit=""} 0
chip_impl_metric{name="report.power.total",unit="µW"} 618
chip_impl_metric{name="yosys.cell_types.count",unit=""} 42
chip_impl_metric{name="synthesis.yosys.warnings",unit=""} 5
chip_impl_metric{name="route.final.wire_length",unit="mm"} 8.50
chip_impl_metric{name="finalHoldViolations",unit=""} 0
chip_impl_info{name="cp_slowest_cell",value="sky130_fd_sc_hd__ha_1"} 1
chip_impl_info{name="cts_tree",value="yes"} 1
chip_impl_metric{name="holdBufCountCts",unit=""} 0
chip_impl_metric{name="max_cap_viol_count",unit=""} 0
chip_impl_metric{name="io_buffer_count",unit=""} 20
chip_impl_metric{name="synthArstFlopShare",unit="%"} 0
chip_impl_metric{name="period_needed",unit="ns"} 3.74
chip_impl_metric{name="worstPathBufferInverterCount",unit=""} 2
chip_impl_metric{name="max_clock_freq",unit="GHz"} 0.267
chip_impl_metric{name="num_rows",unit=""} 30
chip_impl_metric{name="postCtsSetupBuffers",unit=""} 0
chip_impl_metric{name="chip_area",unit="mm²"} 0.00741
chip_impl_info{name="crit_path_start",value="fifo_c.read_counter[0]"} 1
chip_impl_info{name="synthDominantAreaCellType",value="sky130_fd_sc_hd__dlxtn_1"} 1
chip_impl_metric{name="fin_skew",unit="ns"} 0.000713
chip_impl_metric{name="numSynthFlops",unit=""} 137
chip_impl_info{name="cp-end-kind",value="primary output"} 1
chip_impl_metric{name="number_of_antenna_violations_at_the_first_check_in_global_routing",unit=""} 0
chip_impl_metric{name="clkTransAtPathRegs",unit="ns"} 0.04
chip_impl_info{name="rr_startpoint",value="fifo_c.read_counter[3]"} 1
chip_impl_metric{name="drcViolationCount",unit=""} 0
chip_impl_metric{name="worst_ep_arrival_time",unit="ns"} 2.86
chip_impl_metric{name="grt_pass1_wl",unit="mm"} 13.8
chip_impl_metric{name="cts_repair_resize_count",unit=""} 0
chip_impl_metric{name="htreeDepth",unit=""} 1
chip_impl_info{name="synth_top_flop_cell",value="sky130_fd_sc_hd__dlxtn_1"} 1
chip_impl_metric{name="first_iter_violations",unit=""} 180
chip_impl_metric{name="worst_setup_slack_before_clock_tree_synthesis",unit="ns"} 0.879
chip_impl_metric{name="p_leak",unit="µW"} 0.00168
chip_impl_metric{name="setup_viol_count_final",unit=""} 0
chip_impl_info{name="synth.most_common_cell",value="sky130_fd_sc_hd__dlxtn_1"} 1
chip_impl_metric{name="crit_required",unit="ns"} 3.52
chip_impl_metric{name="fill_cells",unit=""} 640
chip_impl_metric{name="log.warning_count",unit=""} 31
chip_impl_metric{name="gp_routability_congestion",unit=""} 0.824
chip_impl_metric{name="die_height",unit="µm"} 86.1
chip_impl_metric{name="largest_net_degree_at_the_start_of_global_routing",unit=""} 22
chip_impl_metric{name="area_growth_syn_to_layout",unit="%"} 8.52
chip_impl_metric{name="comb_area",unit="mm²"} 0.00128
chip_impl_info{name="worst_min_delay_path_category",value="flop to flop"} 1
chip_impl_metric{name="syn-instance-count",unit=""} 368
chip_impl_metric{name="syn-cell-area",unit="mm²"} 0.00354
chip_impl_metric{name="clock_latency",unit="ns"} 0.23
chip_impl_metric{name="drive_gt1_share",unit="%"} 4.24
chip_impl_info{name="unrepaired_setup_endpoints_after_global_routing",value="no"} 1
chip_impl_info{name="cpLargestDelayFamily",value="buffers and inverters"} 1
chip_impl_metric{name="number_of_buffers_inserted_during_clock_tree_synthesis",unit=""} 3
chip_impl_metric{name="firstDrtPassIters",unit=""} 8
chip_impl_info{name="crit_path_cell_trace",value="ha_1 > buf_4 > a22oi_1 > mux4_2 > a21oi_1 > clkdlybuf4s50_1"} 1
chip_impl_metric{name="die_width",unit="µm"} 86.1
chip_impl_metric{name="floorplan.core_util",unit="%"} 51.8
-- cell usage in the layout (no fill, tap or decap), types with 4 or more instances in the layout --
cell type                         count
sky130_fd_sc_hd__dlxtn_1            128
sky130_fd_sc_hd__nand2_1             45
sky130_fd_sc_hd__a21oi_1             22
sky130_fd_sc_hd__clkdlybuf4s50_1     20
sky130_fd_sc_hd__a22oi_1             17
sky130_fd_sc_hd__nor2_1              17
sky130_fd_sc_hd__a222oi_1            13
sky130_fd_sc_hd__nand3_1             10
sky130_fd_sc_hd__dfxtp_1              9
sky130_fd_sc_hd__a221oi_1             8
sky130_fd_sc_hd__ha_1                 8
sky130_fd_sc_hd__buf_4                8
sky130_fd_sc_hd__inv_1                7
sky130_fd_sc_hd__nor3_1               5
sky130_fd_sc_hd__mux2i_1              5
sky130_fd_sc_hd__o21ai_0              5
sky130_fd_sc_hd__a22o_1               4
sky130_fd_sc_hd__o22ai_1              4
-- power by group --
group	internal [µW]	switching (µW)	leakage (µW)
Clock	63.0	30.9	0.0000228
Combinational	69.6	148	0.000545
Sequential	287	19.4	0.00111
Total	420	198	0.00168
-- area by class of cell --
class / count / area share, %
well taps: 96 / 3.13
flip-flops and latches: 137 / 54.8
clock buffers: 4 / 1.17
inverters: 7 / 0.684
multi-input cells: 201 / 33.5
repair buffers: 28 / 6.78
-- cell families (layout without fill, tap and decap cells) --
family / Yosys count / after routing / share of synthesized area, %
compound gates: 88 / 88 / 18.3
xor+xnor: 6 / 6 / 1.49
fa+ha+maj: 8 / 8 / 2.83
buf+inv: 30 / 39 / 4.24
flops: 9 / 9 / 5.09
latches: 128 / 128 / 54.3
mux: 7 / 7 / 2.37
other cells: 1 / 1 / 0.106
simple gates: 91 / 91 / 11.2
-- through the flow --
step	cells	hold WS (ns)	instance area [µm²]	utilization, %
floorplan	368	0.427	3540	-
global placement	469	0.468	3790	55.5
detailed placement	469	0.478	3790	55.5
CTS	473	0.492	3840	56.2
global route	473	0.512	3840	56.2
finish	473	0.484	3840	56.2
-- state kept, by name, summed over array words and instances (netlist names) --
register,count
fifo_c.out_empty,1
fifo_c.read_counter,4
fifo_c.write_counter,4
memory,128
-- final timing paths --
check,to,depth (start not counted)
setup / recovery,out_data[6],6
hold / removal,fifo_c.out_empty,1
setup reg to reg,fifo_c.read_counter[3],3
hold reg to reg,fifo_c.out_empty,1
-- worst reg2reg max path: cells and delay by family, from the launching register on --
family | cells | cell delay (ns)
xor+xnor | 1 | 0.30
buf+inv | 1 | 0.49
flops | 1 | 0.81
simple gates | 1 | 0.06
-- layer usage --
layer	routed length [µm]	share of wire, %	GRT usage (%)
met5	0	0	0
met4	19	0.22	0.909
met3	444	5.2	3.91
met2	4130	49	42.2
met1	3910	46	39.6
No activity file was given, so power comes from the tool's default toggle rates.
