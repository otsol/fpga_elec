<file path="flow/config.mk">
export PLATFORM = sky130hd
export DESIGN_NAME = wishbone_register
export DESIGN_NICKNAME = wishbone_register
export VERILOG_FILES = /design/flow/design.v
export SDC_FILE = /design/flow/constraint.sdc
export NUM_CORES = 4
export LEC_CHECK = 1
export CORE_UTILIZATION = 40
</file>
<file path="flow/constraint.sdc">
current_design wishbone_register

set clk_period 6.9
set clk_io_pct 0.2

create_clock -name clk0 -period $clk_period [get_ports {in_clock}]

set non_clock_inputs [all_inputs -no_clocks]
set_input_delay [expr $clk_period * $clk_io_pct] -clock clk0 $non_clock_inputs
set_output_delay [expr $clk_period * $clk_io_pct] -clock clk0 [all_outputs]
</file>
<file path="flow/design.v">
module wishbone_register #(
    parameter INITIAL_VALUE = 0,
    parameter READ_ONLY_BITS = 0,
    parameter LIVE_BITS = 0
  ) (
    input wire in_clock,
    input wire in_reset,
    input wire in_wb_cyc,
    input wire in_wb_stb,
    input wire in_wb_we,
    input wire [3:0] in_wb_sel,
    input wire [31:0] in_wb_dat,
    output reg out_wb_ack,
    output reg [31:0] out_wb_dat,
    output reg [31:0] out_contents,
    input wire [31:0] in_live_value
  );
  localparam
    s_IDLE = 0,
    s_ACK = 1,
    s_ACK_OFF = 2,
    s_READ1 = 3,
    s_READ2 = 4;
  reg [2:0] state, next_state;
  reg [31:0] in_data_selected;
  integer i;
  always @(*)
  begin
    in_data_selected = 0;  
    for (i = 0; i < 4; i = i + 1)
    begin
      if (in_wb_sel[i])
      begin
        in_data_selected[i*8 +: 8] = 8'hFF;  
      end
    end
  end
  reg [31:0] store;
  always @(*)
  begin
    if (!in_wb_cyc)
      out_wb_dat = 0;
    else
      out_wb_dat = store;
    case (state)
      s_IDLE:
        if (in_wb_cyc && in_wb_stb && in_wb_we)
          next_state = s_ACK;
        else if (in_wb_cyc && in_wb_stb && !in_wb_we)
          next_state = s_READ1;
        else
          next_state = s_IDLE;
      s_ACK:
        next_state = s_ACK_OFF;
      s_ACK_OFF:
        next_state = s_IDLE;
      s_READ1:
        next_state = s_READ2;
      s_READ2:
        next_state = s_IDLE;
      default:
        next_state = s_IDLE;
    endcase
  end
  always @(posedge in_clock)
  begin
    if (in_reset)
    begin
      out_wb_ack <= 0;
      out_contents <= INITIAL_VALUE;
      state <= s_IDLE;
    end
    else
    begin
      state <= next_state;
      case (next_state)
        s_ACK:
        begin
          out_wb_ack <= 1;
          out_contents <= (~READ_ONLY_BITS & ((in_data_selected & in_wb_dat ) | (~in_data_selected & out_contents)))
           | (READ_ONLY_BITS & INITIAL_VALUE);
        end
        s_ACK_OFF:
          out_wb_ack <= 0;
        s_READ1:
        begin
          out_wb_ack <= 1;
          store <= (in_live_value & LIVE_BITS) | (~LIVE_BITS & out_contents);
        end
        s_READ2:
        begin
          out_wb_ack <= 0;
          store <= 0;
        end
      endcase
    end
  end
endmodule
</file>
<file path="flow/run.sh">
#!/bin/bash
# OpenROAD 26Q1-2900-gdf79404cd8, Yosys 0.63+post, stock flow scripts
make -C /OpenROAD-flow-scripts/flow DESIGN_CONFIG=/design/flow/config.mk WORK_HOME=/design/flow/orfs finish
</file>
==> results.txt <==
run results: tool warnings=58, Die Y=89.44 um, Syn Area/Cell=11.24 um^2, Final setup viols=0, Synth logic family=simple AND/OR/NAND/NOR gates, Chip Area=7999 um^2, measured slew at the worst slew-check pin=0.6804 ns, drt drc=0, final wirelength=6.386 mm, leak pwr=1.488 nW, GRT Total Usage=between 15 and 20%, WHS=0.4213 ns, WP data required=5.52 ns, crit end category=output port, Max Slew Vio Count=0, Slew Limit Headroom=54.44%, fin crit period=about 4.2 ns, # port buffers=105, area grow syn2layout=42.84%, WL per Instance=13.42 um, Worst Hold Class=register to register, Post-CTS Setup Bufs=0, most frequent cells in the layout=104 x clkdlybuf4s50_1, 65 x and2_1, 49 x nand2b_1, Top cell excl fill/tap=clkdlybuf4s50_1, Placed Instances=460, Yosys Warn Count=1, PostCTS Resize Cnt=0, Finished Layout Cells=476, Overall Power=0.8904 mW, Max H-tree Level=3, Synth Area in Simple Gates=~28%, Worst-path clk slew=0.07 ns, worst-path maximum fanout=35, DP HPWL=about 4.1 mm, yosys xor share=0%, yosys cell count=272, R2R Setup Slk=4.84 ns, RSZ-0062 raised after global routing=no, MUX share of area=7.856%, clock sinks=about 70, # hold bufs at CTS=0, Chip Area, Yosys=3058 um^2, number of global-route vias before repair=1976, clock latency (worst-skew pair)=between 0.3 and 0.4 ns, r2r startpoint=state[0], share of layout cells above drive strength 1=5.836%, root buf cell=clkbuf_8, Routability Congestion=0.8362, max_cap viols=0, CP Launch Point=in_wb_cyc, post-route ant nets=0, Gate Count Post-Synth=272, CTS tree=yes, largest net degree at the start of global routing=~64, pwr/cell area=203.9 nW/um^2, initial antenna violation count=0, comb. cell area=1229 um^2, # rows=31, Synth Register Bits=70, FMAX=roughly 0.24 GHz, I/O pin count=138, post-synth cell types=28, Post-Syn Area=~3100 um^2, CTS Buf Count=9, Worst setup endpoint=out_wb_dat[0], WS Path Type=primary input to output port, period utilization=60.57%, first drt pass iteration count=4, first-pass GRT wire length=9.811 mm, Critical Path Source Type=primary input, vias=2184, fp util=41.71%, Fin. Hold Viols=0, Bufs on Longest Clock Path=2, worst vdd ir=about 0.12 mV, Post-Synth AOI/OAI Area=4.010%, Sequential Area=1722 um^2, status=complete, no violations, Core ar.=~7300 um^2, Setup TNS=0 ns, total grt overflow=0, Fillers=about 610, Worst Reg-to-Reg Cells=4, Starting DRT DRC Count=53, diodes inserted=0, r2r endpoint=store[28], sequential share of the synthesized area=56.30%, WP data arrival=2.80 ns, clk_skew=0.004864 ns, Die Width=89.44 um, adder share=0%, vias per cell=4.588
[power breakdown]
part           total (mW)  leakage, nW  internal [mW]  switching, mW
clock network       0.352        0.108          0.211          0.142
logic              0.0904        0.807         0.0599         0.0305
registers           0.448        0.572          0.443        0.00438
[final cells by class]
type | count | area share (%)
inverters | 1 | 0.08594
repair buffers | 109 | 24.63
multi-input cells | 181 | 28.13
clock buffers | 11 | 3.237
well taps | 99 | 2.836
clock inverters | 5 | 1.661
flip-flops and latches | 70 | 39.42
[through the flow]
step / util, % / cell area (um^2) / worst slack [ns]
finish: 59.58 / 4368 / 2.721
floorplan: - / 3058 / 2.988
global placement: 56.67 / 4154 / 2.703
detailed placement: 56.67 / 4154 / 2.699
CTS: 59.58 / 4368 / 2.698
global route: 59.58 / 4368 / 2.630
[routing by layer]
metal	track usage (%)	share of wire, %
met5	0	0
met4	3.319	1.8
met3	4.026	6.9
met2	25.54	46
met1	26.17	45
[synth_stat cells]
cell	instances	share of area (%)
a2111o_1	1	0.37
a211o_1	1	0.29
a21o_1	1	0.25
a21oi_1	10	1.6
and2_1	65	13
and3_1	2	0.41
and3_2	1	0.25
and3_4	1	0.37
buf_12	1	0.65
buf_2	1	0.16
buf_4	2	0.49
buf_6	2	0.74
clkbuf_1	14	1.7
dfxtp_1	38	25
edfxtp_1	32	31
inv_1	1	0.12
mux2i_1	24	7.9
nand2_1	1	0.12
nand2b_1	49	10
nand3_1	2	0.33
nand4_1	8	1.6
nand4bb_1	1	0.37
nor2_1	1	0.12
nor2b_1	1	0.20
nor3_1	1	0.16
nor3b_1	1	0.25
nor3b_2	1	0.41
o21ai_0	9	1.5
[worst min-delay path by stage]
stage / cells after the start / startpoint / end
CTS: 1 / state[2] / state[0]
global route: 1 / state[2] / state[0]
finish: 1 / state[2] / state[0]
[critical path: stages]
cell and delay (ns):
clkdlybuf4s50_1 0.46, buf_4 0.29, and2_1 0.17, clkdlybuf4s50_1 0.49
[cells by family (layout without fill, tap and decap cells)]
kind of cell | Yosys count | after routing
buffers and inverters | 21 | 126
flip-flops | 70 | 70
multiplexers | 24 | 24
AND-OR/OR-AND | 22 | 22
AND/OR/NAND/NOR | 135 | 135
No activity file was given, so power comes from the tool's default toggle rates.
